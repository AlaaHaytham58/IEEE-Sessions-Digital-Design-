==> design.v <==
module Lab2_ALU (input [3:0] A,B, input enable, input [1:0] opcode,
output reg [3:0] out , output reg cout);
always @ (*)
begin  
if (enable)
begin  
case (opcode)
2'b00:
begin  
{cout , out} = A + B;
end  
2'b01:
begin  
{cout , out} = A - B;
end  
2'b10:
begin  
out = A & B;
cout = 1'b0;
end  
2'b11:
begin
out = A;
cout = 1'b0;
end
endcase
end  
else
begin 
out = 4'b0;
cout = 1'b0;
end  
end  
endmodule
==> run.sh <==
#!/bin/bash
# OpenROAD 26Q1-2900-gdf79404cd8, Yosys 0.63+post, stock flow scripts
make -C /OpenROAD-flow-scripts/flow DESIGN_CONFIG=/design/flow/config.mk WORK_HOME=/design/flow/orfs finish
==> config.mk <==
export PLATFORM = sky130hd
export DESIGN_NAME = Lab2_ALU
export DESIGN_NICKNAME = Lab2_ALU
export VERILOG_FILES = /design/flow/design.v
export SDC_FILE = /design/flow/constraint.sdc
export NUM_CORES = 4
export LEC_CHECK = 1
export CORE_AREA = 10 10 70 70
export DIE_AREA = 0 0 80 80
==> constraint.sdc <==
current_design Lab2_ALU

set clk_period 3.4
set clk_io_pct 0.2

create_clock -name clk0 -period $clk_period

set non_clock_inputs [all_inputs -no_clocks]
set_input_delay [expr $clk_period * $clk_io_pct] -clock clk0 $non_clock_inputs
set_output_delay [expr $clk_period * $clk_io_pct] -clock clk0 [all_outputs]
==> reports/results.ini <==
[finish]
final_layout_size_suffix_gt1_share_pct=23.61
area_growth_syn_to_layout_pct=68.50
seqCellArea_um2=0
layout.area.comb_um2=397.9
fillers=381
final_util_pct=20.18
nClkBuffers=0
nFlopsAndLatches=0
post_layout_cell_count=119
design_area_um2=689.4

[timing]
timing.final.crit_share_pct=96.90
finalSetupViolCount=0
fin_hold_ws_ns=2.213
finalWorstPathRequiredPeriod_ns=3.295
post-route-worst-setup-slack_ns=0.1055
timing.final.max_slew_violations=0
timing.slew.headroom_pct=78.73
worst-slew-pin-transition_ns=0.3180
unrepaired_setup_endpoints_after_global_routing=false
setup-tns-final_ns=0
achievable-frequency_mhz=303.5
final-hold-violation-count=0

[place]
preCtsSetupSlack_ns=-0.3045
placed_area_um2=663.1
dp_hpwl_mm=1.002
gpl.final_weighted_congestion=0.8223
io_buffers=16
number_of_cells_after_detailed_placement=118

[drt]
route.detailed.wl_per_inst_um=9.706
drtAntennaViolNets=0
drcViolationCount=0
drt-initial-drc-count=27
detailroute.via_count=423
drt-vias-per-instance=3.555
firstDrtPassIters=4
routed_wl_mm=1.155

[die]
floorplan.rows=21
die.size.y_um=80
chip_width_um=80
fp_util_pct=11.98
pin_count=16
floorplan.die_area_um2=6400
placeableCoreArea_um2=3416

[pwr]
report.power.total_mw=0.08139
power.leakage_nw=0.3021
ir_drop_uv=18.70
power_density_nw_per_um2=118.1

[yosys]
yosys-top-cells-area=sky130_fd_sc_hd__ha_1, sky130_fd_sc_hd__mux4_2, sky130_fd_sc_hd__fa_1, sky130_fd_sc_hd__nor2b_1, sky130_fd_sc_hd__inv_1
yosys_cells=52
syn-mean-instance-area_um2=7.868
synth_top_cell_by_area=sky130_fd_sc_hd__ha_1
ys_seq_share_pct=0
synth.distinct_cells=24
top_area_share_pct=24.46
postSynthCellCount=52
post_synth_most_frequent_cells=sky130_fd_sc_hd__ha_1, sky130_fd_sc_hd__inv_1, sky130_fd_sc_hd__nor2b_1
netlist_area_um2=409.1
total_cell_area_reported_by_yosys_after_synthesis_um2=409.1
ys_warn_count=1

[clocking]
post_cts.repair.setup_buffers=0
post_cts_hold_buffer_count=0

[grt]
groute.usage.overall_pct=3.648
first_pass_grt_wire_length_mm=1.980
grt_antenna_before_repair=1
grt_pass1_vias=465
global_route.overflow_total=0
maximum_number_of_pins_on_one_net_before_global_route_repair=9

[min_path]
hold_depth=5
worstHoldEndpoint=out[1]
min-delay-start=A[1]
timing.hold.worst.class=input port to primary output

[worst_setup_path]
crit_type=input port to primary output
worst_path_arrival_time_ns=2.61
worstSetupStartpointType=input port
critical_path.max_fanout=6
setup.worst_path.end_class=primary output
worst-endpoint-required_ns=2.72

[status]
run_status=finished, final reports clean

[job]
max_cap_violations=0
log.warning_count=37

-- power by group --
part | switching [mW] | total [mW] | leakage (nW) | internal, mW
sequential | 0 | 0 | 0 | 0
clock | 0 | 0.0000000393 | 0.00000634 | 0.0000000393
combinational | 0.0330 | 0.0814 | 0.302 | 0.0484
-- cells in the final DEF (no fill, tap or decap), drive strengths merged, types with 2 or more instances in the layout --
cell / count
clkdlybuf4s50: 9
inv: 8
ha: 8
buf: 6
nor2b: 5
nor2: 3
a21oi: 3
dlygate4sd2: 3
o21ai: 3
mux4: 2
nand2: 2
nor3: 2
o211ai: 2
fa: 2
dlymetal6s2s: 2
-- how the worst max path moves through the flow --
stage	cells past startpoint	endpoint	start
4_1_cts	7	out[2]	B[1]
5_1_grt	6	out[2]	A[2]
6_report	6	out[2]	A[2]
-- worst max-delay path, stage by stage --
cell and delay [ns]:
sky130_fd_sc_hd__clkdlybuf4s50_1 0.53, sky130_fd_sc_hd__ha_4 0.24, sky130_fd_sc_hd__xor2_1 0.16, sky130_fd_sc_hd__mux4_2 0.44, sky130_fd_sc_hd__and2_1 0.16, sky130_fd_sc_hd__clkdlybuf4s50_1 0.40
-- logic make-up (layout without fill, tap and decap cells) --
group | count (synthesis) | count (layout) | synth area share (%)
AOI/OAI and AO/OA | 11 | 11 | 16.82
xor gates and xnor gates | 2 | 2 | 4.282
adders and majority gates | 10 | 10 | 34.25
buffers and inverters | 10 | 30 | 9.478
muxes | 3 | 3 | 13.45
other | 0 | 1 | 0
and+or+nand+nor | 16 | 16 | 21.72
-- cell type report --
| class | count | area share (%) |
|---|---|---|
| antenna | 1 | 0.3630 |
| inverter | 8 | 4.356 |
| multi-input combinational | 42 | 57.71 |
| tap | 46 | 8.348 |
| timing repair buffer | 22 | 29.22 |
-- what timing repair did --
| item | 4_1_cts | 5_1_grt |
|---|---|---|
| setup endpoints to repair | 4 | 2 |
| pin swaps | 4 | 3 |
| gates resized | 12 | 7 |
-- per-layer routing --
layer	vias to the layer above	share of wire (%)	wire (um)	GRT usage (%)
met5	-	0	0	0
met4	0	0	0	0
met3	0	13	145	1.818
met2	15	46	536	6.180
met1	188	41	472	4.295
li1	220	-	-	-
Power figures rest on the tool's default switching activity, not on a simulated workload.
