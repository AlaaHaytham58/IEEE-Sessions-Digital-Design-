--- /design/flow/run.sh ---
#!/bin/bash
# OpenROAD 26Q1-2900-gdf79404cd8, Yosys 0.63+post, stock flow scripts
make -C /OpenROAD-flow-scripts/flow DESIGN_CONFIG=/design/flow/config.mk WORK_HOME=/design/flow/orfs finish
--- /design/flow/config.mk ---
export PLATFORM = sky130hd
export DESIGN_NAME = up_downcounter
export DESIGN_NICKNAME = up_downcounter
export VERILOG_FILES = /design/flow/design.v
export SDC_FILE = /design/flow/constraint.sdc
export NUM_CORES = 4
export LEC_CHECK = 1
export CORE_AREA = 10 10 70 70
export DIE_AREA = 0 0 80 80
--- /design/flow/constraint.sdc ---
current_design up_downcounter

set clk_period 2.1
set clk_io_pct 0.2

create_clock -name clk0 -period $clk_period [get_ports {clk}]

set non_clock_inputs [all_inputs -no_clocks]
set_input_delay [expr $clk_period * $clk_io_pct] -clock clk0 $non_clock_inputs
set_output_delay [expr $clk_period * $clk_io_pct] -clock clk0 [all_outputs]
--- /design/flow/design.v ---
module up_downcounter (
    input wire clk,
    input wire rst,
    input wire up_down,enable, 
    output reg [3:0] count
);
always @(posedge clk ) begin
    if (!rst) begin
        count <= 4'b0000; 
    end else if (enable)  begin
        if (up_down &&count !=4'b1111) begin
            count <= count + 1;
        end else begin
            count <= count - 1; 
        end
    end
end
endmodule
==> out/qor.yml <==
worstPathMaxFanout: 4
global_route.overflow_total: 0
actual_slew_at_the_worst_max_slew_pin_ns: 0.273
postSynthAreaPerCell_um2: 10.2
pre_cts_slack_ns: -0.0368
setup_viol: 0
largest_register_ffs: 4
setup_slack_ns: 0.219
layout.cells.most_common: "clkdlybuf4s50_1"
std_cell_rows: 21
timing_worst_setup_path_type: "primary input to flip-flop"
critPathArrivalTime_ns: 1.99
number_of_global_route_vias_before_repair: 261
drt_pre_antenna_iters: 2
number_of_standard_cells_in_the_final_layout_excluding_fillers: 84
timing.final.max_slew_violations: 0
worst_setup_path_end_kind: "flip-flop"
largest_net_degree_at_the_start_of_global_routing: 8
timing.final.hold_violations: 0
simple_gate_area_share_pct: 27.1
tool_warnings: 25
antenna-diode-count: 0
power-per-cell-area_nw_per_um2: 644
floorplan.core_area_um2: 3420
root_buffer: "clkbuf_4"
dieArea_um2: 6400
ys.warnings.count: 1
nFillCells: 402
topCombFamilyByArea: "simple AND/OR/NAND/NOR gates"
tritoncts: "yes"
max_cap_violations: 0
timing.clock.skew_ns: 0.00539
die-height_um: 80
post_synth_inst_count: 27
largest-register: "count"
ys_sh_xor_pct: 6.33
clk-insertion-delay-late_ns: 0.24
grt_first_pass_wirelength_um: 1130
cpMaxStageDelayCell: "clkdlybuf4s50_1"
layout.area.seq_um2: 80.1
post_synth_ao_oa_area_fraction_pct: 12.7
synth.yosys.chip_area_um2: 277
yosysUniqueCellTypes: 20
fraction_of_synthesized_cell_area_taken_by_the_top_area_cell_type_pct: 29.0
adder_share_pct: 16.3
worst_r2r_startpoint: "count[0]"
detail-route-antenna-nets: 0
largest_area_cell: "dfxtp_1"
synth_flop_count: 4
ctsLongestPathBuffers: 2
clock_tree.htree_level_count: 1
hold_start: "count[2]"
post-route-drc-count: 0
reg.largest.list: "count x4"
io_buffer_count: 7
post-cts-setup-buffers: 0
comb_area_um2: 193
headroom_to_the_max_slew_limit_pct: 81.8
layout_worst_path_cycle_share_pct: 89.6
gp_routability_congestion: 0.652
drt-total-wl_um: 690
cell_breakdown_of_the_critical_path: "clkdlybuf4s50_1 -> nand2_1 -> ha_1 -> a21o_1 -> a21oi_2 -> mux2i_1 -> o2111ai_1"
leakagePower_nw: 0.180
grtUsageTotal_pct: 2.23
die_w_um: 80
final_area_um2: 438
cts_repair_resize_count: 0
routed_wire_length_per_instance_um: 8.21
setup_repair_after_global_routing_missed_its_margin: "no"
boundaryPins: 8
timing.hold.worst.class: "flip-flop to flip-flop"
antenna_violations_before_repair: 0
post_synth_mux_area_share_pct: 7.24
fmax_mhz: 532
route.vias.total: 251
cts-hold-fix-buffers: 0
first_iter_violations: 2
postSynthSeqShare_pct: 29.0
critPathLaunchType: "primary input"
clkTransAtPathRegs_ns: 0.04
finalCriticalPeriod_ns: 1.88
area_leaders: "dfxtp_1 29%, ha_1 9.0%, fa_1 7.2%"
synth_area_um2: 277
fp_util_pct: 8.10
vdd_ir_drop_max_v: 0.000115
launching_instance_or_port_of_the_critical_path: "up_down"
outcome: "completed"
tritoncts_num_sinks: 4
regToRegSetupSlack_ns: 0.36
layout_top_cells: "7 x clkdlybuf4s50_1, 4 x dfxtp_1, 3 x nand2_1, 3 x clkbuf_4"
numCtsBuffers: 3
slowest_delay_ns: 0.51
flow.area_growth_from_synthesis_pct: 58.4
drive_gt1_share_pct: 21.1
vias_per_cell: 2.99
dpl_cell_area_um2: 415
place.detailed.instances: 81
worstPathRequired_ns: 2.21
yosys_cells: 27
-- cell type report --
type	instances	share of cell area, %
well taps	46	13.1
clock buffers	3	5.14
repair buffers	9	19.4
multi-input cells	22	44.0
flip-flops and latches	4	18.3
-- where the power goes --
part           internal, W   total, W  switching [W]
clock network    0.0000640  0.0000963      0.0000323
registers        0.0000871   0.000102      0.0000151
logic            0.0000546  0.0000834      0.0000288
total             0.000206   0.000282      0.0000762
-- critical path: cells and delay by family --
family                     cells  cell delay [ns]
AOI/OAI and AO/OA              3             0.49
buffers and inverters          1             0.51
muxes                          1             0.21
adders and majority gates      1             0.27
and+or+nand+nor                1             0.09
-- per-layer routing --
| layer | share of wire [%] | up-vias | track usage, % |
|---|---|---|---|
| li1 | - | 126 | - |
| met1 | 33 | 122 | 1.87 |
| met2 | 61 | 1 | 4.41 |
| met3 | 3.5 | 2 | 0.909 |
| met4 | 1.4 | 0 | 0.880 |
| met5 | 0 | - | 0 |
-- cell usage after synthesis --
cell       count
dfxtp_1        4
nand2_1        3
ha_1           2
mux2i_1        2
a21o_1         1
a21oi_2        1
and2_1         1
and4b_2        1
and4bb_2       1
clkbuf_1       1
fa_1           1
nand3_1        1
nand3b_1       1
nand4_1        1
nor2b_1        1
o2111ai_1      1
o211a_1        1
or3b_1         1
xnor2_1        1
xor2_1         1
-- cells by family (layout without fill, tap and decap cells) --
group                      after synthesis  in the layout
and+or+nand+nor                         11             11
AOI/OAI and AO/OA                        4              4
DFF                                      4              4
adders and majority gates                3              3
xor gates and xnor gates                 2              2
muxes                                    2              2
buffers and inverters                    1             12
-- path summary, 6_finish.rpt --
kind | endpoint | cells after the start
setup / recovery | count[3] | 7
setup reg to reg | count[3] | 7
hold / removal | count[2] | 1
hold reg to reg | count[2] | 1
-- through the flow --
stage | setup TNS (ns) | power, W | utilization (%) | hold slack, ns
6_report | 0 | 0.000282 | 12.8 | 0.580
4_1_cts | 0 | 0.000291 | 12.8 | 0.580
3_3_place_gp | -0.0101 | 0.000185 | 12.2 | 0.559
2_1_floorplan | 0 | 0.000144 | - | 0.499
5_1_grt | 0 | 0.000304 | 12.8 | 0.611
3_5_place_dp | -0.0368 | 0.000188 | 12.2 | 0.568
No activity file was given, so power comes from the tool's default toggle rates.
