## design/flow/config.mk

```make
export PLATFORM = sky130hd
export DESIGN_NAME = Dual_port_ram
export DESIGN_NICKNAME = Dual_port_ram
export VERILOG_FILES = /design/flow/design.v
export SDC_FILE = /design/flow/constraint.sdc
export NUM_CORES = 4
export LEC_CHECK = 1
export CORE_UTILIZATION = 40
```

## design/flow/constraint.sdc

```tcl
current_design Dual_port_ram

set clk_period 4.3
set clk_io_pct 0.2

create_clock -name clk0 -period $clk_period [get_ports {clk}]

set non_clock_inputs [all_inputs -no_clocks]
set_input_delay [expr $clk_period * $clk_io_pct] -clock clk0 $non_clock_inputs
set_output_delay [expr $clk_period * $clk_io_pct] -clock clk0 [all_outputs]
```

## design/flow/design.v

```verilog
module Dual_port_ram #(parameter
  DATA_WIDTH = 8,
  ADDR_WIDTH = 4
)(
  input wire clk,
  input wire we_a,
  input wire we_b,
  input wire [ADDR_WIDTH-1:0] addr_a,
  input wire [ADDR_WIDTH-1:0] addr_b,
  input wire [DATA_WIDTH-1:0] din_a,
  input wire [DATA_WIDTH-1:0] din_b,
  output reg [DATA_WIDTH-1:0] dout_a,
  output reg [DATA_WIDTH-1:0] dout_b
);
  reg [DATA_WIDTH-1:0] ram [(2**ADDR_WIDTH)-1:0];
  always @(posedge clk) begin
    if (we_a) begin
      ram[addr_a] <= din_a;
    end
    dout_a <= ram[addr_a];
     if (we_b) begin
      ram[addr_b] <= din_b;
    end
    dout_b <= ram[addr_b];
  end
endmodule
```

## design/flow/run.sh

```bash
#!/bin/bash
# OpenROAD 26Q1-2900-gdf79404cd8, Yosys 0.63+post, stock flow scripts
make -C /OpenROAD-flow-scripts/flow DESIGN_CONFIG=/design/flow/config.mk WORK_HOME=/design/flow/orfs finish
```

==> run notes <==
* **fmax** 0.355 GHz
* **Final setup violation count** 0
* **number of setup buffers added after CTS** 0
* **number of flops mapped to enable cells by yosys** 128
* **combined buffer and inverter count along the critical path** 1
* **fraction of layout instances using a drive strength above 1** 0.480
* **synthesized-area fraction occupied by adder cells** 0
* **largest net degree at the start of global routing** 34
* **Sinks on Clock Net** 144
* **Buffers on Ports** 42
* **final design area excluding fillers** 9240 sq um
* **share of synthesized area occupied by flip-flops and latches** 0.524
* **post-detailed-placement cell area** 8620 sq um
* **first-pass GRT wire length** 32.8 mm
* **Main area contributors** sky130_fd_sc_hd__edfxtp_1 48%, sky130_fd_sc_hd__mux4_2 18%, sky130_fd_sc_hd__mux2_2 18%, sky130_fd_sc_hd__dfxtp_1 4.0%, sky130_fd_sc_hd__a22oi_1 3.0%
* **post-CTS clock slew at the launch and capture registers of the worst setup and hold paths** 0.06 ns
* **area of the mapped netlist** 7950 sq um
* **post-synthesis xor/xnor area fraction** 0
* **highest-count logic cell in the final layout** sky130_fd_sc_hd__edfxtp_1
* **Yosys warning total** 1
* **average footprint of a synthesized cell** 16.3 sq um
* **placed wire-length estimate** 14.0 mm
* **total area of multi-input combinational cells** 3560 sq um
* **post-detailed-route via-to-cell ratio** 6.05
* **sequence of cells on the critical path** clkdlybuf4s50_1 -> nand3_2 -> o22ai_1
* **Worst Max-Slew Pin Slew** 1.28 ns
* **worst supply voltage drop on vdd** 266 uV
* **worst relative slew slack** 0.146
* **required time worst endpoint** 4.33 ns
* **RSZ-0062 raised after global routing** false
* **Post-DRT Antenna Nets** 0
* **# H-tree levels** 4
* **P_leak** 3.02 nW
* **routability cong.** 0.872
* **largest combinational cell category by area** multiplexers
* **drt total wl** 22.0 mm
* **setup total negative slack** 0 ns
* **Top cell area share** 0.484
* **and+or+nand+nor area frac** 0.0436
* **core area** 19500 sq um
* **max-capacitance violation count** 0
* **FILL cells** 1647
* **Primary FF master, synth** sky130_fd_sc_hd__edfxtp_1
* **Gates resized, CTS repair** 0
* **number of buffers added to fix hold violations after cts** 0
* **DRC violation total after the first TritonRoute iteration** 268
* **number of diodes** 0
* **Total Power Consumption** 3.62 mW
* **cell total in the yosys stat output** 488
* **number of pins with negative max-slew slack in the final report** 0
* **vias after detailed routing** 4842
* **Post-Syn Instances** 488
* **cell area power density** 392 nW/um^2
* **Clk Latency, worst-skew pair** 0.42 ns
* **AO/OA Area Share** 0.0420
* **count of distinct cell types in the synthesized netlist** 29
* **Chip Height** 143 microns
* **largest delay contributor family on the critical path** AND-OR/OR-AND gates
* **run status** complete, no violations
* **type of origin of the critical path** primary input
* **number of antenna violations at the first check in global routing** 0
* **Period minus WS final** 2.82 ns
* **first-pass detailed-route iteration total** 4
* **commonest non-fill, non-tap cells in the layout** 128 x sky130_fd_sc_hd__edfxtp_1, 126 x sky130_fd_sc_hd__mux2_2, 64 x sky130_fd_sc_hd__mux4_2
* **total global routing overflow** 0
* **Tot GR Track Use** 0.247
* **smallest hold slack** 0.693 ns
* **DRC viols** 0
* **clock tree from TritonCTS** done
* **worst setup path class** in2reg
* **largest fanout of any net on the critical path** 8
* **Async S/R FF share, synth** 0
* **cell with the largest stage delay on the worst path** sky130_fd_sc_hd__o22ai_1
* **chip footprint** 20400 sq um
* **yosys synthesis chip area** 7950 sq um
* **clk buf depth** 2
* **I/O pin count** 43
* **skew final** 0.00643 ns
* **number of placement rows** 51
* **vias in the first global route** 5286
* **Hold/Removal Path Class** reg2reg
* **count of final hold-check violations** 0
* **Worst EP arrival** 2.84 ns
* **area growth from synthesis to final layout** 16.3%
* **cell type with the largest total area after synthesis** sky130_fd_sc_hd__edfxtp_1
* **DIE WIDTH** 143 microns
* **area of all sequential standard cells** 4160 sq um
* **Tcrit/Tclk final** 0.655
* **cell chosen for the clock root** sky130_fd_sc_hd__clkbuf_16
* **synthesized flop and latch total** 144
* **Routed wire per std cell** 27.5 microns
* **initial core utilization** 0.408
* **Critical Path Max Stage Delay** 1.03 ns
* **sort of element at the end of the critical path** flip-flop
* **Synth mux share** 0.363
* **stage-log warning count** 25
* **clock buffers created by TritonCTS** 17
-- worst register-to-register path, stage by stage (launching register included) --
cell,delay [ns]
sky130_fd_sc_hd__edfxtp_1,0.39
sky130_fd_sc_hd__mux4_2,0.50
sky130_fd_sc_hd__a22oi_1,0.34
sky130_fd_sc_hd__nand2_1,0.11
-- final cells by class --
class	count	share of cell area
clock buffer	19	0.0468
clock inverter	13	0.0208
multi-input combinational	296	0.386
sequential	144	0.451
tap	265	0.0359
timing repair buffer	63	0.0604
-- report_power, final --
part	leakage (nW)	internal, mW	total [mW]	switching [mW]
logic	1.42	0.218	0.422	0.204
clock network	0.303	1.02	1.58	0.556
registers	1.30	1.60	1.63	0.0285
-- through the flow --
| step | utilization | std cells | setup slack, ns |
|---|---|---|---|
| after global placement | 0.443 | 768 | 1.17 |
| after detailed placement | 0.443 | 768 | 1.16 |
| after CTS | 0.475 | 800 | 1.59 |
| after global routing | 0.475 | 800 | 1.46 |
| after floorplan | - | 488 | 1.52 |
| final | 0.475 | 800 | 1.48 |
-- synthesized netlist by cell type, drive strengths merged, types with 2 or more instances --
master / n
a22oi: 32
nor2b: 5
buf: 26
clkbuf: 22
nand2b: 7
and2: 2
nand2: 19
o21ai: 6
edfxtp: 128
nor2: 12
mux2: 128
or3: 2
nand3b: 4
nand3: 2
o22ai: 9
mux4: 64
dfxtp: 16
-- registers in the layout, summed over array words and instances, names as in the netlist --
name and cells:
dout_b 8, ram 128, dout_a 8
-- kinds of logic after synthesis --
group           Yosys count
flops                   144
compound gates           48
simple gates             56
buf+inv                  48
mux                     192
-- path summary, 6_finish.rpt --
check             start         end  slack (ns)  depth (start not counted)
min          ram[14][4]   dout_a[4]        0.69                          3
max reg2reg  ram[11][7]   dout_b[7]        2.83                          3
min reg2reg  ram[14][4]   dout_a[4]        0.69                          3
max           addr_b[2]  ram[13][7]        1.48                          3
-- per-layer routing --
metal	GRT usage	share of wire
met5	0	0
met4	0.0509	0.023
met3	0.131	0.12
met2	0.362	0.46
met1	0.347	0.39
No activity file was given, so power comes from the tool's default toggle rates.
